### /design/flow/design.v
module jt900h_div(
    input             rst,
    input             clk,
    input             cen,
    input      [31:0] op0,  
    input      [15:0] op1,  
    input             len,
    input             start,
    input             sign,
    output     [15:0] quot,
    output reg [15:0] rem,
    output reg        busy,
    output reg        v
);
reg  [31:0] divend, sub, fullq, op0_unsig;
reg  [15:0] divor, op1_unsig, nx_rem;
wire [31:0] rslt, nx_quot;
reg  [ 4:0] st;
wire        larger;
reg         start_l;
reg         sign0, sign1, rsi;
assign larger = sub>=divor;
assign rslt   = sub - { 16'd0, divor };
assign nx_quot= { fullq[30:0], larger };
assign quot   = fullq[15:0];
always @* begin
    op0_unsig = op0;
    op1_unsig = op1;
    sign0     = len ? op0[31] : op0[15];
    sign1     = len ? op1[15] : op1[7];
    if( sign ) begin
        if( sign0 ) op0_unsig = ~op0 + 32'd1;
        if( sign1 ) op1_unsig = ~op1 + 16'd1;
    end
    nx_rem = larger ? rslt[15:0] : sub[15:0];
    if( sign && sign0 ) nx_rem = -nx_rem;
end
always @(posedge clk or posedge rst) begin
    if(rst) begin
        fullq  <= 0;
        rem    <= 0;
        busy   <= 0;
        divend <= 0;
        divor  <= 0;
        sub    <= 0;
        st     <= 0;
        start_l<= 0;
        v      <= 0;
        rsi    <= 0;
    end else begin
        start_l <= start;
        if( start && !start_l) begin
            busy   <= 1;
            fullq  <= 0;
            rem    <= 0;
            { sub, divend } <= { 31'd0, len ? op0_unsig : { op0_unsig[15:0], 16'd0 }, 1'b0 };
            divor  <= len ? op1_unsig : { 8'd0, op1_unsig[7:0] };
            st     <= len ? 5'd0 : 5'd16;
            v      <= op1 == 0;
            rsi    <= sign & (sign0 ^ sign1);
        end else if( busy ) begin
            fullq <= nx_quot;
            { sub, divend } <= { larger ? rslt[30:0] : sub[30:0], divend, 1'b0 };
            st <= st+1'd1;
            if( &st ) begin
                busy <= 0;
                rem  <= nx_rem;
                if( rsi ) fullq <= -nx_quot;
                if( sign ) begin
                    if( len ? nx_quot[31:16]!={16{nx_quot[15]}} : nx_quot[15:8]!={8{nx_quot[7]}} ) v <= 1;
                end else begin
                    if( len ? nx_quot[31:16]!=0 : nx_quot[15:8]!=0 ) v <= 1;
                end
            end
        end
    end
end
endmodule
### /design/flow/run.sh
#!/bin/bash
# OpenROAD 26Q1-2900-gdf79404cd8, Yosys 0.63+post, stock flow scripts
make -C /OpenROAD-flow-scripts/flow DESIGN_CONFIG=/design/flow/config.mk WORK_HOME=/design/flow/orfs finish
### /design/flow/config.mk
export PLATFORM = sky130hd
export DESIGN_NAME = jt900h_div
export DESIGN_NICKNAME = jt900h_div
export VERILOG_FILES = /design/flow/design.v
export SDC_FILE = /design/flow/constraint.sdc
export NUM_CORES = 4
export LEC_CHECK = 1
export CORE_UTILIZATION = 40
### /design/flow/constraint.sdc
current_design jt900h_div

set clk_period 9.4
set clk_io_pct 0.2

create_clock -name clk0 -period $clk_period [get_ports {clk}]

set non_clock_inputs [all_inputs -no_clocks]
set_input_delay [expr $clk_period * $clk_io_pct] -clock clk0 $non_clock_inputs
set_output_delay [expr $clk_period * $clk_io_pct] -clock clk0 [all_outputs]
==> flow_summary_export.csv <==
group,metric,value,unit
die,die-area,23520,um2
layout,area_delta_synth_final,16.76,%
routing,vias,7841,
power_and_ir_drop,max-vdd-ir-drop,0.0001252,V
placement,gp_congestion,0.8962,
cts,post_cts_buffers,0,
global_routing,antenna_found_initial,0,
worst_setup_path,crit_chain,"inv_1 > ha_1 > inv_1 > fa_1 > a21o_1 > a221oi_4 > o211ai_2 > a211o_4 > clkinv_2 > mux2i_1 > ha_1 > nand2_1 > or3_1 > a2111oi_0 > a41o_1 > and2_1 > a41oi_1 > xor2_1 > o21ai_1",
worst_setup_path,critPathKind,"reg2reg",
timing,drv_slew,0,
worst_setup_path,worstSetupEndpointType,"flop",
cts,clock_sinks,135,
worst_setup_path,slowest_delay,640,ps
worst_setup_path,r2r-end,"rem[14]",
worst_setup_path,reg2reg_depth,19,
global_routing,grt_max_degree,77,
power_and_ir_drop,power.density,258.8,nW/um2
placement,port-buffer-count,86,
yosys,edf_count,0,
worst_setup_path,cp_num_buf_inv,3,
yosys,yosysTopAreaCellShare,0.3686,
yosys,synth_top_flop_cell,"dfrtp_1",
die,initial_utilization,0.4060,
timing,rsz0062_at_grt,"false",
worst_setup_path,required,9730,ps
yosys,ys_seq_elements,135,
yosys,topCellsByArea,"dfrtp_1, xnor2_1, nor2_1, mux2i_1, a21oi_1",
worst_setup_path,worstSetupStartpointType,"flop",
cts,clock-root-buffer,"clkbuf_16",
die,die_h,153.4,um
cts,numCtsBuffers,17,
flow_run,warnings,26,
timing,finalCriticalPeriod,5633,ps
cts,clockBufferDepth,2,
timing,final-hold-violation-count,0,
yosys,postSynthSeqShare,0.3686,
yosys,syn_area_per_cell,8.542,um2
cts,clkTransAtPathRegs,60,ps
routing,drt_iter0_drc,550,
worst_setup_path,cpMaxStageDelayCell,"a2111oi_0",
timing,period_used_share,0.5992,
cts,worst_skew_pair.late_latency,420,ps
global_routing,grt_usage,0.2154,
timing,fmax,0.1775,GHz
timing,relSlewSlack,0.3955,
die,die_w,153.4,um
global_routing,grt_pass1_vias,7437,
cts,htree_levels,4,
layout,drive_gt1_frac,0.05590,
min_path,min_from,"rem[14]",
layout,utilization,0.4741,
power_and_ir_drop,leakagePower,4.622,nW
yosys,yosysTopAreaCell,"dfrtp_1",
yosys,synth.distinct_cells,72,
worst_setup_path,cp_max_fo,24,
timing,setup_violations,0,
die,std_cell_rows,55,
yosys,yosys_cells,1073,
timing,fin_skew,6.260,ps
yosys,ys_chip_area,9165,um2
worst_setup_path,cp.depth,19,
global_routing,grt_first_pass_wirelength,39760,um
worst_setup_path,cp-endpoint,"rem[14]",
worst_setup_path,regToRegSetupSlack,3770,ps
routing,viasPerCell,5.553,
yosys,synth-async-reset-ratio,1.000,
placement,place_hpwl,16530,um
run_status,status,"completed",
timing,worst_slew_pin_slew,898.5,ps
worst_setup_path,critPathLaunch,"sub[0]",
worst_setup_path,cp_top_family,"AND-OR/OR-AND gates",
die,pin_count,88,
routing,antenna_left,0,
worst_setup_path,arrival,5960,ps
min_path,min_path_type,"reg2reg",
routing,drt_pass1_iterations,5,
routing,wire_per_inst,16.71,um
cts,cts_tree,"done",
routing,drt_wl_total,23590,um
yosys,syn_inst,1073,
routing,num_antenna_cells,0,
die,core_area,22570,um2
worst_setup_path,r2r_start,"sub[0]",
layout,fill_cells,2165,
flow_run,max_cap_violations,0,
cts,ctsResizeCount,0,
yosys,netlist_area,9165,um2
global_routing,gr-total-overflow,0,
min_path,holdPathStages,2,
timing,fin_setup_tns,0,ps
routing,drc_errors,0,
yosys,yosys_warnings,1,
cts,hold_buffers,0,
-- power breakdown --
group	switching (mW)	internal (mW)
combinational	0.703	0.546
sequential	0.150	0.712
clock	0.267	0.391
total	1.12	1.65
-- state kept, by name, indices dropped and copies added (netlist names) --
register	count
rem	16
fullq	31
start_l	1
divend	31
st	5
busy	1
rsi	1
divor	16
sub	32
v	1
-- layout by cell type (no fill, tap or decap), types with 5 or more instances in the layout --
| cell type | count |
|---|---|
| dfrtp_1 | 134 |
| nor2_1 | 112 |
| nand2_1 | 87 |
| clkdlybuf4s50_1 | 86 |
| a21oi_1 | 79 |
| o21ai_0 | 73 |
| xnor2_1 | 69 |
| mux2i_1 | 41 |
| xor2_1 | 39 |
| inv_1 | 39 |
| a211oi_1 | 37 |
| ha_1 | 24 |
| o22ai_1 | 23 |
| nor3_1 | 22 |
| or3_1 | 18 |
| o21ai_1 | 18 |
| clkbuf_16 | 17 |
| nor4_1 | 16 |
| nand3_1 | 15 |
| nand4_1 | 14 |
| buf_4 | 13 |
| a31oi_1 | 12 |
| o31ai_1 | 11 |
| a311oi_1 | 10 |
| and2_1 | 8 |
| nand2b_1 | 8 |
| nor2b_1 | 8 |
| and3_1 | 7 |
| a21o_1 | 7 |
| clkinvlp_4 | 6 |
| o211ai_1 | 5 |
-- stage by stage --
stage / instances / hold slack, ps / cell area [um2] / setup WS (ps) / total power [mW]
global route: 1412 / 511.2 / 10700 / 3314 / 2.985
detailed placement: 1380 / 474.5 / 10120 / 3859 / 2.106
finish: 1412 / 484.4 / 10700 / 3767 / 2.770
global placement: 1380 / 468.7 / 10120 / 3816 / 2.102
CTS: 1412 / 488.4 / 10700 / 3768 / 2.786
floorplan: 1073 / 425.7 / 9165 / 3909 / 1.811
-- worst reg2reg max path: stages (launching register included) --
cell and delay, ps:
dfrtp_1 400, inv_1 80, ha_1 190, inv_1 80
fa_1 430, a21o_1 230, a221oi_4 390, o211ai_2 240
a211o_4 540, clkinv_2 340, mux2i_1 380, ha_1 260
nand2_1 110, or3_1 350, a2111oi_0 640, a41o_1 300
and2_1 180, a41oi_1 130, xor2_1 180, o21ai_1 110
-- synth_stat cells (4+ instances only) --
cell type / instances
nor4_1: 16
ha_1: 24
nand3_1: 15
nor2_1: 112
inv_1: 40
o21ai_1: 18
clkbuf_1: 47
and2_1: 8
a21oi_1: 79
a311oi_1: 10
buf_4: 16
o31ai_1: 11
o22ai_1: 23
or3_1: 18
xor2_1: 39
a31oi_1: 12
o41ai_1: 4
and3_1: 7
mux2i_1: 41
xnor2_1: 69
nor3_1: 22
o21ai_0: 73
o21bai_1: 4
or4_1: 4
a21o_1: 7
dfrtp_1: 135
nand2_1: 87
o211ai_1: 5
nand4_1: 14
buf_1: 8
nor2b_1: 9
nand2b_1: 8
a211oi_1: 37
-- per-layer routing --
layer	global-route usage	vias to the layer above	share of wire
met1	0.3473	3720	0.50
met4	0.02000	0	0.0090
met3	0.02686	20	0.036
met2	0.3301	162	0.45
met5	0	-	0
li1	-	3939	-
-- worst min-delay path by stage --
stage     endpoint
6_report   rem[14]
4_1_cts   divor[7]
5_1_grt   divor[1]
-- cell families after synthesis --
group | after synthesis | share of synthesized area
compound gates | 310 | 0.2156
xor+xnor | 108 | 0.1032
fa+ha+maj | 25 | 0.03495
buf+inv | 119 | 0.05829
flops | 135 | 0.3686
mux | 44 | 0.04901
simple gates | 332 | 0.1704
-- layout make-up --
| type | instances | area (um2) | share of cell area |
|---|---|---|---|
| Inverter | 42 | 163.9 | 0.01532 |
| Timing Repair Buffer | 99 | 958.4 | 0.08956 |
| Sequential cell | 135 | 3382 | 0.3160 |
| Clock inverter | 15 | 155.1 | 0.01450 |
| Clock buffer | 17 | 425.4 | 0.03975 |
| Tap cell | 285 | 356.6 | 0.03332 |
| Multi-Input combinational cell | 819 | 5260 | 0.4915 |
Power and IR drop assume default switching activity.
