**design/flow/run.sh**
```bash
#!/bin/bash
# OpenROAD 26Q1-2900-gdf79404cd8, Yosys 0.63+post, stock flow scripts
make -C /OpenROAD-flow-scripts/flow DESIGN_CONFIG=/design/flow/config.mk WORK_HOME=/design/flow/orfs finish
```
**design/flow/config.mk**
```make
export PLATFORM = sky130hd
export DESIGN_NAME = jt95c061_timer
export DESIGN_NICKNAME = jt95c061_timer
export VERILOG_FILES = /design/flow/design.v
export SDC_FILE = /design/flow/constraint.sdc
export NUM_CORES = 4
export LEC_CHECK = 1
export CORE_AREA = 10 10 99 99
export DIE_AREA = 0 0 109 109
```
**design/flow/constraint.sdc**
```tcl
current_design jt95c061_timer

set clk_period 2.8
set clk_io_pct 0.2

create_clock -name clk0 -period $clk_period [get_ports {clk}]

set non_clock_inputs [all_inputs -no_clocks]
set_input_delay [expr $clk_period * $clk_io_pct] -clock clk0 $non_clock_inputs
set_output_delay [expr $clk_period * $clk_io_pct] -clock clk0 [all_outputs]
```
**design/flow/design.v**
```verilog
module jt95c061_timer(
    input                 rst,
    input                 clk,
    input                 halt,
    input           [3:0] clk_muxin,
    input           [1:0] clk_muxsel,
    input           [3:0] ff_ctrl,
    input           [7:0] cntmax,
    input                 run,
    input                 daisy_over,
    output reg            over,
    output reg            tout
);
wire       tclk;
reg        tclk_l;
reg  [7:0] tcnt, nx_tcnt;
assign tclk = clk_muxin[clk_muxsel];
always @* begin
    nx_tcnt = tcnt + 1'd1;
end
always @(posedge clk, posedge rst) begin
    if( rst ) begin
        tout   <= 0;
        tcnt   <= 0;
        over   <= 0;
    end else begin
        tclk_l <= tclk;
        over <= 0;
        if( !halt ) begin
            if( tclk & ~tclk_l ) begin
                if( nx_tcnt == cntmax ) begin
                    over <= 1;
                    tcnt <= 0;
                end else begin
                    tcnt   <= nx_tcnt;
                end
            end
            if( !run ) tcnt <= 0;
            case( ff_ctrl[3:2] )
                0: tout <= ~tout;
                1: tout <= 1;
                2: tout <= 0;
                default:
                    if( ff_ctrl[1] && (ff_ctrl[0] ? over : daisy_over) )
                        tout <= ~tout;
            endcase
        end
    end
end
endmodule
```
==> metrics.log <==
[flow] final metrics
[metrics] core area: a little under 0.008 mm²
[metrics] Data arrival, critical path: between 2 and 3 ns
[metrics] iteration tally of the first detailed-router pass: 6
[metrics] top-level I/O count: 25
[metrics] R2R Path Start: tcnt[2]
[metrics] Diodes inserted: 0
[metrics] Core Util, Final: 16.95%
[metrics] number of nets with antenna violations after detailed routing: 0
[metrics] main area contributors after synthesis: dfrtp_1, xnor2_1, ha_1
[metrics] area share of the largest cell type after synthesis: 27.74%
[metrics] wire length of the first global-routing pass: 3677 µm
[metrics] Floorplan Utilization: between 10% and 20%
[metrics] pwr dens: 334.7 mW/mm²
[metrics] type of the setup path with the least slack: in2reg
[metrics] Reg-to-Reg End: tcnt[2]
[metrics] Hold WC Path Type: reg2reg
[metrics] slew at the pin closest to its max-slew limit: between 0.4 and 0.5 ns
[metrics] maximum ir drop on the vdd rail: 0.1261 mV
[metrics] die width: about 110 µm
[metrics] Critical Path End Type: register
[metrics] family with the most delay on the worst path: AND-OR/OR-AND gates
[metrics] die extent in y: 109 µm
[metrics] count of cell types in the netlist: 41
[metrics] count of buffers added by post-CTS timing repair for setup: 0
[metrics] unrepaired setup endpoints after global routing: false
[metrics] Async S/R FF share, synth: 90.91%
[metrics] clock network latency to the later pin of the worst-skew pair: 0.23 ns
[metrics] clock tree sinks: 11
[metrics] Hold Path Depth: 1
[metrics] hold-fix buffer count after cts: 0
[metrics] initial detailed-routing violation count: 18
[metrics] sequential element share of the synthesized area: 31.07%
[metrics] half-perimeter wire length after placement: 1894 µm
[metrics] cells traversed along the worst timing path: clkdlybuf4s50_1 > nand2b_1 > or4_1 > o21a_2 > a2111oi_4 > nor2_2 > a221o_1
[metrics] remaining global-route overflow: 0
[metrics] Placement Rows: 32
[metrics] number of buffer and inverter stages on the critical path: 1
[metrics] shortest period the worst path allows: 2.539 ns
[metrics] Log Warnings: 27
[metrics] fraction of layout cells with a size suffix above 1: approximately a tenth
[metrics] dominant register cell in the synthesized netlist: dfrtp_1
[metrics] count of warnings emitted by yosys: 1
[metrics] Reg2Reg Depth: 6
[metrics] via count of the first global-routing pass: 750
[metrics] maximum number of buffers from clock root to sink: 2
[metrics] portion of the clock cycle consumed by the worst path in the final layout: 90.69%
[metrics] Routability Congestion: between 0.7 and 0.8
[metrics] worst-case hold slack: 0.5003 ns
[metrics] clock tree from TritonCTS: built
[metrics] Via Count: 781
[metrics] post-synthesis chip area from yosys: 902.1 µm²
[metrics] antenna violations before repair: 0
[metrics] count of flip-flops with a built-in enable after synthesis: 1
[metrics] clock transition at the register clock pins on the worst setup and hold paths after CTS: 0.05 ns
[metrics] leakage power summed over all cells: 0.0005240 µW
[metrics] average vias per placed instance: 3.487
[metrics] mean instance size in the synthesized netlist: 9.496 µm²
[metrics] required time of the critical path: 2.92 ns
[metrics] detailed-route wire length: 2328 µm
[metrics] Area Overhead vs Synth: 45.22%
[metrics] post-cts sizing count: 0
[metrics] origin of the worst min-delay path: tout
[metrics] maximum clock frequency: 0.3938 GHz
[metrics] Post-Syn Instances: 95
[metrics] GRT Resource Usage Total: under 10%
[metrics] Slew HR: 68.91%
[metrics] final-report max-slew violation count: 0
[metrics] worst-path fanout max: 4
[metrics] number of inserted filler cells in the final layout: ~850
[metrics] IO Port Bufs: 24
[metrics] area of the chip: approximately 0.012 mm²
[metrics] start point of the critical path: cntmax[5]
[metrics] area of the mapped netlist: 902.1 µm²
[metrics] remaining routing DRC violations: 0
[metrics] maximum number of pins on one net before global-route repair: 12
[metrics] cell type of the slowest stage on the worst timing path: or4_1
[metrics] post-detailed-route wirelength per cell: approximately 10 µm
[metrics] status: complete, no violations
[metrics] Hold Path End: tout
[metrics] minimum setup slack among reg-to-reg paths: 0.41 ns
[metrics] number of buffers created by CTS: 3
[metrics] # setup viols final: 0
[metrics] top cell type by total area after synthesis: dfrtp_1
[metrics] Max Cap Violations: 0
[metrics] flops & latches, synth: 11
[metrics] type of element launching the critical path: input port
[metrics] max incr delay on CP: 0.50 ns
[metrics] cell total in the yosys stat output: about 95
[metrics] root buffer selected by CTS: clkbuf_8
[metrics] number of H-tree branching levels: 1
[metrics] Setup TNS Final: 0 ns
[metrics] post-route clock skew: 0.001439 ns
[metrics] total count of hold-check failures in the final report: 0
state kept, by name (all words and copies together) (netlist names):
name and count:
over 1, tclk_l 1, tcnt 8, tout 1
cell usage after synthesis, types with 2 or more instances:
master,n
nand2_1,5
nand3_1,7
o211ai_1,3
a22o_1,2
inv_1,7
a21oi_1,3
dfrtp_1,10
o21ai_0,2
nand2b_1,5
a31oi_1,2
or3_1,2
ha_1,4
xnor2_1,6
nor3_1,2
a211oi_1,3
a21o_1,5
xor2_1,3
placed cells by master (no fill, tap or decap), drive strengths merged, types with 3 or more instances in the layout:
cell	Yosys	final
xor2	3	3
a21o	5	5
nand2b	5	5
a211oi	3	3
clkdlybuf4s50	0	24
o211ai	3	3
inv	7	7
xnor2	6	6
nand2	5	5
clkbuf	1	4
buf	3	3
ha	4	4
dfrtp	10	10
a21oi	3	3
nand3	7	7
through the flow:
step / instance area, µm² / instances / power [µW] / setup WS [ns]
after detailed placement: 1265 / 220 / 283.6 / 0.02241
after floorplan: 902.1 / 95 / 227.1 / 0.4334
after global placement: 1265 / 220 / 283.4 / 0.04884
after CTS: 1310 / 224 / 447.2 / 0.2621
after global routing: 1310 / 224 / 463.6 / 0.1481
final: 1310 / 224 / 438.4 / 0.2607
report_power, final:
part,switching [µW],total (µW),internal (µW)
Combinational,39.0,98.8,59.8
Clock,58.5,158,99.9
Sequential,10.1,181,171
Total,108,438,331
routing by layer:
metal / share of wire (%) / track usage, % / vias up
met4: 0.47 / 0.2825 / 0
li1: - / - / 402
met5: 0 / 0 / -
met1: 50 / 5.311 / 359
met3: 8.6 / 2.151 / 2
met2: 41 / 5.484 / 18
final cells by class:
type | count | area [µm²] | area share (%)
inverter | 7 | 26.28 | 2.006
timing repair buffer | 27 | 262.8 | 20.06
tap | 102 | 127.6 | 9.742
clock buffer | 4 | 45.04 | 3.438
sequential | 11 | 280.3 | 21.39
multi-input combinational | 73 | 568.0 | 43.36
worst max path at each step:
stage	cells after the start	end	slack (ns)
6_report	7	tcnt[2]	0.26
4_1_cts	7	tcnt[2]	0.26
5_1_grt	7	tcnt[2]	0.15
logic make-up (layout without fill, tap and decap cells):
kind of cell | count (synthesis) | count (layout) | share of synthesized area [%]
AND/OR/NAND/NOR | 32 | 32 | 21.78
AND-OR/OR-AND | 25 | 25 | 22.05
flip-flops | 11 | 11 | 31.07
buffers and inverters | 11 | 38 | 5.964
XOR/XNOR | 9 | 9 | 8.738
adder cells (fa/ha/maj) | 4 | 4 | 5.548
multiplexers | 3 | 3 | 4.854
Power and IR drop assume default switching activity.
